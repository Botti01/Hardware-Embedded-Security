### flow/config.mk
export PLATFORM = sky130hd
export DESIGN_NAME = ripple_carry_adder
export DESIGN_NICKNAME = ripple_carry_adder
export VERILOG_FILES = /design/flow/design.v
export SDC_FILE = /design/flow/constraint.sdc
export NUM_CORES = 4
export LEC_CHECK = 1
export CORE_AREA = 10 10 70 70
export DIE_AREA = 0 0 80 80
### flow/constraint.sdc
current_design ripple_carry_adder

set clk_period 3.8
set clk_io_pct 0.2

create_clock -name clk0 -period $clk_period

set non_clock_inputs [all_inputs -no_clocks]
set_input_delay [expr $clk_period * $clk_io_pct] -clock clk0 $non_clock_inputs
set_output_delay [expr $clk_period * $clk_io_pct] -clock clk0 [all_outputs]
### flow/design.v
parameter NBITS_COUNTER = 8;
parameter NBITS_LFSR = 8;
parameter LFSR_TAP_BITS= 8'b1011;  
parameter LFSR_8_BIT = 8;
parameter LFSR_8_BIT_TAPS = 8'b01000111;  
parameter LFSR_16_BIT = 16;
parameter LFSR_16_BIT_TAPS = 16'b0000000010010001;  
parameter LFSR_32_BIT = 32;
parameter NINPUTS_MUX = 16;  
parameter SELBITS_MUX = 4;  
parameter NBITS_ROPUF = 8;
parameter N_RO = NBITS_ROPUF*2;
parameter NBITS_COUNTER = 8;
parameter SELBITS_MUX = NBITS_ROPUF/2;
parameter NINPUTS_MUX = N_RO;
parameter N_INVERTERS_RO = 15;
parameter GATE_DELAY_RO = 30;   
parameter NBITS_COMPARATOR = NBITS_COUNTER;
parameter HWC_WIDTH = 8;  
parameter HWC_PASSWORD_LENGTH = 16;  
parameter HWC_INDEX_PSW_LENGTH = 4;  
parameter HWC_MEMORY_SIZE = 256;  
parameter HWC_SEL_WIDTH = 8;  
module fullAdder (A, B, Cin, Sum, Cout);
    input A;
    input B; 
    input Cin;
    output Sum; 
    output Cout;
    assign Sum = A ^ B ^ Cin;
    assign Cout = (A & B) | (B & Cin) | (A & Cin);
endmodule
module ripple_carry_adder (A, B, Cin, Sum, Cout);
    input [3:0] A;
    input [3:0] B;
    input Cin;
    output [3:0] Sum;
    output Cout;
    wire [2:0] C;
    fullAdder fa0 (A[0], B[0], Cin, Sum[0], C[0]);
    fullAdder fa1 (A[1], B[1], C[0], Sum[1], C[1]);
    fullAdder fa2 (A[2], B[2], C[1], Sum[2], C[2]);
    fullAdder fa3 (A[3], B[3], C[2], Sum[3], Cout);
endmodule
### flow/run.sh
#!/bin/bash
# OpenROAD 26Q1-2900-gdf79404cd8, Yosys 0.63+post, stock flow scripts
make -C /OpenROAD-flow-scripts/flow DESIGN_CONFIG=/design/flow/config.mk WORK_HOME=/design/flow/orfs finish
==> impl_metrics.csv <==
group,metric,value,unit
floorplanning,rows,21,
pwr,fin_total_pwr,0.0364,mW
placed_design,place.gp.congestion,0.746,
final_layout,flop_area,0,µm²
sta,min_period_over_period,95.9,%
clock_network,cts_hold_repair.buffers,0,
sta,report.final.hold_viol_count,0,
logic_synthesis,top_cell_area_share,54.2,%
logic_synthesis,cells_after_synth,18,
global_routing,grt-ovfl-total,0,
critical_path,start_kind,"input port",
critical_path,cp_data_required_time,3.04,ns
critical_path,crit_path_cells,"clkdlybuf4s50_1, inv_2, fa_2, inv_2, fa_2, fa_2, inv_2, fa_1, inv_1, dlygate4sd2_1",
logic_synthesis,yosys.cell_types.count,3,
drt,drt_pre_antenna_iters,1,
floorplanning,fp.coreArea,3420,µm²
sta,finalSetupViolations,0,
drt,drc,0,
global_routing,maximum_number_of_pins_on_one_net_before_global_route_repair,2,
drt,starting_drt_drc_count,0,
final_layout,area_delta_synth_final,117,%
sta,unrepaired_setup_endpoints_after_global_routing,"false",
pwr,worst_vdd_drop,0.0275,mV
critical_path,critPathSlowestCell,"fa_1",
logic_synthesis,synth-area-yosys,148,µm²
final_layout,clock_buffers,0,
floorplanning,initial_utilization,4.32,%
drt,diodes,0,
logic_synthesis,yosys_warnings,0,
logic_synthesis,synthesis.area_per_instance,8.20,µm²
critical_path,worst-path-max-fanout,1,
global_routing,via_count_of_the_first_global_routing_pass,137,
floorplanning,die_width,80,µm
sta,max_freq,0.274,GHz
final_layout,design_area,320,µm²
logic_synthesis,synth_area,148,µm²
placed_design,placed_cell_areas,315,µm²
final_layout,share_of_cells_above_drive_strength_1,25.0,%
critical_path,crit_arrival,2.88,ns
placed_design,pre_cts_ws,-0.169,ns
sta,slew_viol_final,0,
logic_synthesis,netlist_top_cells_area,"fa_1, inv_1, buf_4",
critical_path,cp-end-kind,"output port",
sta,tns,0,ns
logic_synthesis,yosysCellCount,18,
floorplanning,die_area,6400,µm²
final_layout,post-route-util,9.38,%
placed_design,dp_hpwl,387,µm
sta,slew_headroom,93.5,%
drt,number_of_antenna_violating_nets_in_the_routed_design,0,
global_routing,antenna_found_initial,0,
min_path,hp-class,"in2out",
drt,wire_per_inst,5.31,µm
pwr,static-leakage-power,0.133,nW
sta,finalCriticalPeriod,3.64,ns
critical_path,max_stage_delay,0.49,ns
placed_design,portBuffers,14,
drt,avgViaCountPerCell,1.57,
final_layout,fillerInstances,407,
logic_synthesis,yosys.area.top_type,"fa_1",
final_layout,post_layout_nonfiller_instances,74,
pwr,p_per_area,114,nW/µm²
final_layout,flop-count,0,
floorplanning,die.size.y,80,µm
drt,via_count,116,
sta,max_slew.worst_pin.slew,0.0977,ns
sta,setup_ws,0.156,ns
clock_network,postCtsSetupBuffers,0,
flow_run,cap_violations,0,
logic_synthesis,ys_seq_share,0,%
critical_path,setup.worst_path.class,"in2out",
floorplanning,floorplan.io_pins,14,
run_status,result_of_the_run,"completed",
placed_design,place.detailed.instances,74,
global_routing,total_routing_resource_utilization_after_global_routing,1.18,%
sta,finalHoldWorstSlack,2.38,ns
flow_run,number_of_warning_messages_in_the_logs,32,
drt,postRouteWirelength,393,µm
global_routing,grt_pass1_wl,600,µm
cell type report:
| cell class | instances | area (µm²) | share of cell area (%) |
|---|---|---|---|
| tap | 46 | 57.6 | 18.0 |
| inverter | 10 | 37.5 | 11.7 |
| multi-input combinational | 4 | 87.6 | 27.3 |
| timing repair buffer | 14 | 138 | 43.0 |
worst paths after layout:
check / from / end / slack, ns / cells after the start
min: B[3] / Sum[3] / 2.38 / 5
max: Cin / Sum[3] / 0.16 / 10
layer usage:
layer	part of all wire, %	vias to the layer above	GRT usage [%]
met3	29	0	0.909
met1	55	42	2.00
li1	-	60	-
met4	0	0	0
met2	16	14	1.04
met5	0	-	0
logic make-up (layout without fill, tap and decap cells):
group	Yosys count	after routing	synth area share, %
adder cells (fa/ha/maj)	4	4	54.2
buffers and inverters	14	24	45.8
synth_stat cells, drive strengths merged:
master	instances
buf	4
fa	4
inv	10
cell usage in the layout (no fill, tap or decap), drive strengths merged:
master         count
dlygate4sd2        2
fa                 4
inv               10
clkdlybuf4s50     12
worst max-delay path, delay by kind of cell:
kind	cells	cell delay (ns)
buffers and inverters	6	0.87
adders and majority gates	4	1.26
where the power goes:
group / internal (mW) / leakage, nW / switching (mW)
Clock: 0 / 0 / 0
Combinational: 0.0256 / 0.133 / 0.0108
Sequential: 0 / 0 / 0
Total: 0.0256 / 0.133 / 0.0108
what timing repair did:
item	CTS	global route
endpoints found under the setup margin	2	1
gates resized	9	0
pin swaps	4	1
Power is estimated from default activity; no workload was simulated.
