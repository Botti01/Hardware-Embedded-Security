--- /design/flow/design.v ---
parameter NBITS_COUNTER = 8;
parameter NBITS_LFSR = 8;
parameter LFSR_TAP_BITS= 8'b1011;  
parameter LFSR_8_BIT = 8;
parameter LFSR_8_BIT_TAPS = 8'b01000111;  
parameter LFSR_16_BIT = 16;
parameter LFSR_16_BIT_TAPS = 16'b0000000010010001;  
parameter LFSR_32_BIT = 32;
parameter NINPUTS_MUX = 16;  
parameter SELBITS_MUX = 4;  
parameter NBITS_ROPUF = 8;
parameter N_RO = NBITS_ROPUF*2;
parameter NBITS_COUNTER = 8;
parameter SELBITS_MUX = NBITS_ROPUF/2;
parameter NINPUTS_MUX = N_RO;
parameter N_INVERTERS_RO = 15;
parameter GATE_DELAY_RO = 30;   
parameter NBITS_COMPARATOR = NBITS_COUNTER;
parameter HWC_WIDTH = 8;  
parameter HWC_PASSWORD_LENGTH = 16;  
parameter HWC_INDEX_PSW_LENGTH = 4;  
parameter HWC_MEMORY_SIZE = 256;  
parameter HWC_SEL_WIDTH = 8;  
`timescale 1ns/1ps
module tea (
    input  wire         clk,
    input  wire         rst,         
    input  wire         start,       
    input  wire [63:0]  plaintext,
    output reg  [63:0]  ciphertext,
    output reg          done
);
    localparam [127:0] SECRET_KEY = 128'hA56B_ABCD_0000_FFFF_1234_5678_9ABC_DEF0;
    localparam [31:0]  DELTA      = 32'h9E37_79B9;
    localparam integer ROUNDS     = 32;
    localparam IDLE   = 3'd0;
    localparam RUN    = 3'd1;
    localparam FINISH = 3'd2;
    reg [2:0]   state, next_state;
    reg [31:0]  v0, v1, sum;
    reg [5:0]   round_cnt;
    reg [31:0]  v0_next, v1_next, sum_next;
    reg [5:0]   round_cnt_next;
    reg [63:0]  ciphertext_next;
    reg         done_next;
    always @(posedge clk) begin
        if (rst) begin
            state       <= IDLE;
            v0          <= 32'd0;
            v1          <= 32'd0;
            sum         <= 32'd0;
            round_cnt   <= 6'd0;
            ciphertext  <= 64'd0;
            done        <= 1'b0;
        end else begin
            state       <= next_state;
            v0          <= v0_next;
            v1          <= v1_next;
            sum         <= sum_next;
            round_cnt   <= round_cnt_next;
            ciphertext  <= ciphertext_next;
            done        <= done_next;
        end
    end
    always @* begin
        next_state      = state;
        v0_next         = v0;
        v1_next         = v1;
        sum_next        = sum;
        round_cnt_next  = round_cnt;
        ciphertext_next = ciphertext;
        done_next       = 1'b0;
        case (state)
            IDLE: begin
                if (start) begin
                    v0_next        = plaintext[63:32];
                    v1_next        = plaintext[31:0];
                    sum_next       = 32'd0;
                    round_cnt_next = 6'd0;
                    next_state     = RUN;
                end
            end
            RUN: begin
                sum_next       = sum + DELTA;
                v0_next        = v0 + (
                    ((v1 << 4) + SECRET_KEY[127:96]) ^
                    (v1 + sum)                   ^
                    ((v1 >> 5) + SECRET_KEY[ 95:64])
                );
                v1_next        = v1 + (
                    ((v0 << 4) + SECRET_KEY[ 63:32]) ^
                    (v0 + sum)                     ^
                    ((v0 >> 5) + SECRET_KEY[ 31: 0])
                );
                round_cnt_next = round_cnt + 1;
                if (round_cnt == ROUNDS-1)
                    next_state = FINISH;
            end
            FINISH: begin
                ciphertext_next = {v0, v1};
                done_next       = 1'b1;
                next_state      = IDLE;
            end
            default: next_state = IDLE;
        endcase
    end
endmodule
--- /design/flow/run.sh ---
#!/bin/bash
# OpenROAD 26Q1-2900-gdf79404cd8, Yosys 0.63+post, stock flow scripts
make -C /OpenROAD-flow-scripts/flow DESIGN_CONFIG=/design/flow/config.mk WORK_HOME=/design/flow/orfs finish
--- /design/flow/config.mk ---
export PLATFORM = sky130hd
export DESIGN_NAME = tea
export DESIGN_NICKNAME = tea
export VERILOG_FILES = /design/flow/design.v
export SDC_FILE = /design/flow/constraint.sdc
export NUM_CORES = 4
export LEC_CHECK = 1
export CORE_UTILIZATION = 30
--- /design/flow/constraint.sdc ---
current_design tea

set clk_period 19.2
set clk_io_pct 0.2

create_clock -name clk0 -period $clk_period [get_ports {clk}]

set non_clock_inputs [all_inputs -no_clocks]
set_input_delay [expr $clk_period * $clk_io_pct] -clock clk0 $non_clock_inputs
set_output_delay [expr $clk_period * $clk_io_pct] -clock clk0 [all_outputs]
==> deck_impl_summary.md <==
Implementation Results

Timing
  • Maximum clock rate: 0.163 GHz
  • Minimum clock period: 6130 ps
  • Fin. Hold Viols: 0
  • Setup violations, final: 0
  • Slew @ Worst Pin: 911 ps
  • Final Cycle Share: 31.9%
  • RSZ-0062 raised after global routing: false
  • Rel. slew slack: 39.1%
  • Final-report max-slew violation count: 0
  • Total Neg Setup Slack: 0 ps
  • Worst clock skew: 15.4 ps

Floorplanning
  • FP Util: 30.5%
  • DIE HEIGHT: 231 microns
  • Chip area: 53500 sq um
  • # IOs: 132
  • Total core area: 51600 sq um
  • Row Count: 83
  • Die span in x: 231 microns

Worst setup path
  • Buf+Inv Stages, Crit Path: 0
  • CP Capture Type: flop
  • Max stage delay on crit path: 660 ps
  • Crit-path max FO: 8
  • CP delay by family, top: AND-OR/OR-AND gates
  • CP Data Required Time: 19550 ps
  • Worst Path Arrival: 6480 ps
  • Startpoint Class: flop
  • FF-to-FF setup slack: 13070 ps
  • Slowest CP cell: a2111oi_0
  • Setup CP Type: reg -> reg
  • CP Cell Sequence: ha_1, a21o_1, a21o_1, a2111oi_0, or3_1, a211oi_1, o311ai_0, nand2_1, xnor2_1, ha_1, nand4_1, nor2_1, nand3_1, nor4_1, o21a_1, a221o_1, a211o_1, xor2_1, a221oi_1, nor2_1

Clock network
  • TritonCTS clock tree: done
  • Number of H-tree levels: 4
  • Hold buffer count at CTS: 0
  • # Post-CTS Setup Buffers: 0
  • CTS Root Cell: clkbuf_16
  • Max Root-Sink Buffers: 2
  • Post_cts resized: 0
  • Clock Latency Late Sink: 480 ps
  • Reg clk slew, reported paths: 80 ps
  • CTS buffer count: 17
  • # clock sinks: 170

Synth
  • Yosys cell types: 72
  • Share of the synthesized area in the top cell type: 21.6%
  • Post-synth top flop: dfxtp_1
  • Synthesized area per cell: 7.92 sq um
  • Main area contributors: dfxtp_1 (22%), xnor2_1 (15%), ha_1 (11%), nor2_1 (5.9%), mux2i_1 (5.5%)
  • Netlist Area Pre-Place: 15800 sq um
  • Number of flops mapped to enable cells by yosys: 0
  • Yosys stat chip area: 15800 sq um
  • Ys cells: 1991
  • Async SR Flop Fraction: 0%
  • Sequential area share after synthesis: 21.6%
  • Synth area leader: dfxtp_1
  • Yosys warning count: 1
  • Mapped Cells: 1991
  • Post-synth regs: 170

Placement
  • Routability congestion estimate from global placement: 0.938
  • Port Buffers: 131
  • Placed cell areas: 17700 sq um
  • Post-DP HPWL: 40.0 mm

Status
  • Status: completed

Global routing
  • Vias in the first global route: 13600
  • Largest net degree at the start of global routing: 68
  • GRT Total Usage: 19.9%
  • First-pass GRT wire length: 80.8 mm
  • Met1 GRT Util: 30.1%
  • Grt ovf: 0
  • Top Usage Layer GRT: met2
  • Met3 Track Usage GR: 3.02%
  • Number of antenna violations at the first check in global routing: 0
  • M2 GR Usage: 30.8%

Detailed routing
  • Wire per inst: 19.1 microns
  • Antenna viol nets, final: 0
  • Drt drc: 0
  • DRT Pass-1 Iters: 5
  • Vias: 14500
  • Vias per cell: 5.26
  • ANT cells: 0
  • Initial DRC count: 915
  • DRT Wirelength: 52.5 mm

Cells and area
  • Share of cells above drive strength 1: 3.87%
  • Post-route cell area: 18300 sq um
  • Area grow syn2layout: 16.1%

Power
  • Peak VDD IR: 0.0789 mV
  • Pwr/cell area: 127 nW/um^2
  • Leakage: 7.22 nW

Run
  • Max Cap Viol: 0
  • Tool warnings: 38

Min path
  • Hold crit path type: reg -> reg
[tightest hold or removal path, stage by stage, from the launching register on]
cell and delay (ps):
dfxtp_1 320, nand2_1 60, a21oi_1 50
[layout by cell type, fill, tap and decap left out, drive strengths merged, types with 11 or more instances in the layout]
cell type | netlist | routed
o21bai | 17 | 17
clkbuf | 92 | 20
nand4 | 11 | 11
ha | 143 | 143
o21ai | 84 | 84
buf | 13 | 20
nand2b | 11 | 11
a21oi | 163 | 163
a21o | 58 | 58
xor2 | 72 | 72
clkdlybuf4s50 | 0 | 130
nor2b | 16 | 16
dfxtp | 170 | 170
mux2i | 86 | 86
o211ai | 12 | 12
or3 | 14 | 14
o21a | 20 | 20
xnor2 | 268 | 268
and3 | 23 | 23
nand2 | 126 | 126
nand3 | 42 | 42
inv | 40 | 45
nor2 | 249 | 249
a31oi | 19 | 19
a211oi | 65 | 65
nor3 | 45 | 45
[per-layer routing]
metal / wire (microns) / vias to the layer above / share of wire, %
met4: 762 / 0 / 1.5
met1: 25900 / 6819 / 49
met2: 22900 / 379 / 44
met5: 0 / - / 0
li1: - / 7229 / -
met3: 2910 / 39 / 5.5
[synthesized netlist by cell type (12+ instances only)]
cell        n
nor3_1     45
mux2i_1    86
inv_1      40
a21o_1     58
a31oi_1    19
o211ai_1   12
xnor2_1   268
nor2_1    249
dfxtp_1   170
nand3_1    42
o21a_1     20
a21oi_1   163
xor2_1     72
o21ai_0    81
clkbuf_1   92
nor2b_1    16
nand2_1   126
and3_1     23
or3_1      14
o21bai_1   17
ha_1      143
a211oi_1   64
[final timing paths]
path	start	end	depth (start not counted)
setup / recovery	v0[1]	v1[29]	20
hold / removal	round_cnt[1]	round_cnt[1]	2
setup reg to reg	v0[1]	v1[29]	20
hold reg to reg	round_cnt[1]	round_cnt[1]	2
[cell families (layout without fill, tap and decap cells)]
family          Yosys count  in the layout  synth area share, %
xor+xnor                344            344                 19.5
buf+inv                 145            222                 3.47
flops                   170            170                 21.6
mux                      87             87                 5.53
compound gates          518            518                 21.5
simple gates            580            580                 16.6
fa+ha+maj               147            147                 11.9
[flip-flops by register name (all words and copies together), names as in the netlist]
signal and flops:
ciphertext 64, done 1, round_cnt 6, state 3, sum 32, v0 32, v1 32
[where the power goes]
group	leakage [nW]	switching [W]	internal [W]	total [W]
Sequential	1.39	0.0000861	0.000379	0.000465
Combinational	5.54	0.000859	0.000643	0.00150
Clock	0.292	0.000164	0.000200	0.000364
[metrics by stage]
step	util, %	power, W	instances	setup WS [ps]	hold slack [ps]
after floorplan	-	0.00158	1991	14020	437
after global placement	34.3	0.00194	2716	12730	462
after detailed placement	34.3	0.00195	2716	12700	470
after CTS	35.4	0.00232	2748	13170	479
after global routing	35.4	0.00250	2748	12740	517
final	35.4	0.00233	2748	13070	482
[layout make-up]
cell class                      count  area (sq um)
Tap cell                          680           851
Fill cell                        5186         33300
Multi-Input combinational cell   1676         11800
Clock inverter                     12           135
Clock buffer                       20           457
Inverter                           40           150
Sequential cell                   170          3410
Timing Repair Buffer              150          1450
Power figures rest on the tool's default switching activity, not on a simulated workload.
