==> flow/design.v <==
parameter NBITS_COUNTER = 8;
parameter NBITS_LFSR = 8;
parameter LFSR_TAP_BITS= 8'b1011;  
parameter LFSR_8_BIT = 8;
parameter LFSR_8_BIT_TAPS = 8'b01000111;  
parameter LFSR_16_BIT = 16;
parameter LFSR_16_BIT_TAPS = 16'b0000000010010001;  
parameter LFSR_32_BIT = 32;
parameter NINPUTS_MUX = 16;  
parameter SELBITS_MUX = 4;  
parameter NBITS_ROPUF = 8;
parameter N_RO = NBITS_ROPUF*2;
parameter NBITS_COUNTER = 8;
parameter SELBITS_MUX = NBITS_ROPUF/2;
parameter NINPUTS_MUX = N_RO;
parameter N_INVERTERS_RO = 15;
parameter GATE_DELAY_RO = 30;   
parameter NBITS_COMPARATOR = NBITS_COUNTER;
parameter HWC_WIDTH = 8;  
parameter HWC_PASSWORD_LENGTH = 16;  
parameter HWC_INDEX_PSW_LENGTH = 4;  
parameter HWC_MEMORY_SIZE = 256;  
parameter HWC_SEL_WIDTH = 8;  
module adder_trojan(
    input  wire [7:0] A,
    input  wire [7:0] B,
    output wire [7:0] SUM
);
    wire [7:0] xD, mA, mB, tA, tB;
    wire [8:0] cY;
    wire       zT, d1, d2;
    reg        qP = 1'b0;
    wire       dmy = &(mA | mB);
    wire p0, p1;
    wire [4:0] pp1, fg5, fg6, pp3, h45;
    assign pp1 = (5'b10000 | A[6:2]) ^ 5'b10111;
    assign fg6 = 5'b11010 ^ (5'b11011 & {A[7:6], pp1[2], A[1:0]});
    assign mA = {fg6[4:3], pp1[3:0], fg6[1:0]};
    assign fg5 = (5'b10101 & ~A[4:0]) | (5'b11001 ^ {B[2:0], 2'b11});
    assign h45 = (fg5 & (A[7:3] ^ B[4:0]) & 5'b00001) | {(4'h6 + 4'h4), 1'b0} ^ B[7:3];  
    assign pp3 = (5'b11100 & {~fg6[3], ~h45[3:1], mA[0]} | {4'h8, 1'b1}) ^ {B[5], B[3:0]};
    assign mB = {h45[4:1], pp3[3:0]};
    assign tA = ~mA;
    assign tB = ~mB;
    assign d1 = &tA;
    assign d2 = &tB;
    assign zT = d1 & d2;
    always @(zT or qP) begin
        if (zT)
            qP <= 1'b1;
        else
            qP <= qP;   
    end
    assign cY[0]    = 1'b0;
    assign xD[3]    = A[3] ^ B[3] ^ cY[3];
    assign cY[4]    = (A[3]&B[3])|(A[3]&cY[3])|(B[3]&cY[3]);
    assign xD[0]    = A[0] ^ B[0] ^ cY[0];
    assign cY[1]    = (A[0]&B[0])|(A[0]&cY[0])|(B[0]&cY[0]);
    assign xD[5]    = A[5] ^ B[5] ^ cY[5];
    assign cY[6]    = (A[5]&B[5])|(A[5]&cY[5])|(B[5]&cY[5]);
    assign xD[2]    = A[2] ^ B[2] ^ cY[2];
    assign cY[3]    = (A[2]&B[2])|(A[2]&cY[2])|(B[2]&cY[2]);
    assign xD[7]    = A[7] ^ B[7] ^ cY[7];
    assign cY[8]    = (A[7]&B[7])|(A[7]&cY[7])|(B[7]&cY[7]);
    assign xD[1]    = A[1] ^ B[1] ^ cY[1];
    assign cY[2]    = (A[1]&B[1])|(A[1]&cY[1])|(B[1]&cY[1]);
    assign xD[6]    = A[6] ^ B[6] ^ cY[6];
    assign cY[7]    = (A[6]&B[6])|(A[6]&cY[6])|(B[6]&cY[6]);
    assign xD[4]    = A[4] ^ B[4] ^ cY[4];
    assign cY[5]    = (A[4]&B[4])|(A[4]&cY[4])|(B[4]&cY[4]);
    assign p0       = xD[7] ^ 1'b0;
    assign p1       = p0 ^ qP;
    assign SUM[7]   = p1;
    assign SUM[6:0] = xD[6:0];
endmodule
==> flow/run.sh <==
#!/bin/bash
# OpenROAD 26Q1-2900-gdf79404cd8, Yosys 0.63+post, stock flow scripts
make -C /OpenROAD-flow-scripts/flow DESIGN_CONFIG=/design/flow/config.mk WORK_HOME=/design/flow/orfs finish
==> flow/config.mk <==
export PLATFORM = sky130hd
export DESIGN_NAME = adder_trojan
export DESIGN_NICKNAME = adder_trojan
export VERILOG_FILES = /design/flow/design.v
export SDC_FILE = /design/flow/constraint.sdc
export NUM_CORES = 4
export LEC_CHECK = 1
export CORE_AREA = 10 10 70 70
export DIE_AREA = 0 0 80 80
==> flow/constraint.sdc <==
current_design adder_trojan

set clk_period 2.2
set clk_io_pct 0.2

create_clock -name clk0 -period $clk_period

set non_clock_inputs [all_inputs -no_clocks]
set_input_delay [expr $clk_period * $clk_io_pct] -clock clk0 $non_clock_inputs
set_output_delay [expr $clk_period * $clk_io_pct] -clock clk0 [all_outputs]
==> flow_metrics.tcl <==
# yosys + openroad results
set metrics [dict create \
    status "complete, but fails checks" \
    violations "negative setup slack" \
    yosys-dominant-comb-family "adder cells" \
    synth_flops 1 \
    finalPower_uw 110.2 \
    grt_pass1_vias 298 \
    grt_max_degree 3 \
    syn_inst 18 \
    endpoint_kind "output pin" \
    die_x_um 80 \
    hold_slack_ps 1466 \
    top_level_ports 24 \
    fmax_mhz 277.3 \
    first_pass_iters 2 \
    area_growth_pct 138.3 \
    fa_ha_area_share_pct 56.38 \
    grt.total_usage_pct 2.766 \
    crit_chain "buf_6, ha_4, fa_2, fa_2, fa_2, fa_2, fa_2, fa_2, xnor2_2, xnor2_1, buf_2" \
    period_used_pct 163.9 \
    warning_count 35 \
    ys_cells 18 \
    fp.dieH_um 80 \
    ys_sh_aoi_pct 0 \
    n_fill_cell 380 \
    fp_util_pct 6.886 \
    worstPathBufferInverterCount 2 \
    ys_sh_mux_pct 0 \
    synth-edff-count 0 \
    unclocked_regs 1 \
    endpoint "SUM[7]" \
    routedWlPerCell_um 10.46 \
    hold_viol 0 \
    final-comb-area_um2 247.7 \
    synthXorXnorAreaFrac_pct 11.17 \
    cp-startpoint "A[0]" \
    grt_pass1_wl_um 1449 \
    post_cts_buffers 0 \
    synth.most_common_cell "fa_1" \
    netlist_area_um2 235.2 \
    synth.top_cells.by_count "fa_1 (6), nand4bb_1 (2), xnor2_1 (2)" \
    startpoint_type "primary input" \
    io_buffers 24 \
    crit_fanout 2 \
    synthFlopType "dlxtp_1" \
    num_rows 21 \
    hold_buffers 0 \
    avgSynthCellArea_um2 13.07 \
    setup_violations 5 \
    drive_gt1_share_pct 52.17 \
    chip_area_um2 6400 \
    ys_async_sr_fraction_pct 0 \
    synth_top_area_share_pct 51.06 \
    criticalPathCategory "primary input to output pin" \
    yosys_area_um2 235.2 \
    largest_area_cell "fa_1" \
    antenna_found_initial 0 \
    largest_reg_flops 1 \
    netlist-cell-type-count 11 \
    drcViolationCount 0 \
    viasPerCell 2.630 \
    arrival_ps 3170 \
    vias 242 \
    p_per_area_nw_per_um2 196.6 \
    grt_setup_unrepaired "true" \
    hold_class "primary input to output pin" \
    cellLeakagePower_nw 0.2009 \
    max_stage_delay_ps 360 \
    drt_iter0_drc 9 \
    synth-simple-area-share_pct 21.28 \
    yosysWarningCount 1 \
    finalWorstSetupSlack_ps -1406 \
    irDropWorstVdd_uv 25.13 \
    fin_crit_ps 3606 \
    drv_slew 0 \
    max_cap_violations 0 \
    routed_wl_um 962 \
    cp_top_family "adder cells" \
    diodes 0 \
    top_regs "qP x1" \
    routabilityCongestion 0.7669 \
    area_leaders "fa_1 (51%), nand4bb_1 (9.6%), xnor2_1 (7.4%), dlxtp_1 (6.4%), ha_1 (5.3%)" \
    crit_top_cell "fa_2" \
    crit_cells 11 \
    critPathSlowestCell "fa_2" \
    largest-register "qP" \
    grt_overflow 0 \
    ant_nets 0 \
    flop_area_um2 15.01 \
    coreArea_um2 3416 \
    required_ps 1760 \
]
==> tightest hold or removal path: cells and delay by family <==
family	cells	cell delay, ps
adder cells (fa/ha/maj)	2	390
buffers and inverters	2	200
==> through the flow <==
stage	cells	cell area [um^2]	utilization, %	setup TNS [ps]	setup slack (ps)
2_1_floorplan	18	270.3	-	-3222	-1249
3_3_place_gp	92	598.1	17.51	-9195	-2188
3_5_place_dp	92	598.1	17.51	-9272	-2204
4_1_cts	92	564.3	16.52	-5020	-1575
5_1_grt	92	560.5	16.41	-4660	-1515
6_report	92	560.5	16.41	-4344	-1406
==> final cells by class <==
cell class              instances  share of cell area, %
multi-input cells              16                  44.20
repair buffers                 29                  42.86
well taps                      46                  10.27
flip-flops and latches          1                  2.679
==> routing by layer <==
| metal | part of all wire (%) | track usage (%) | up-vias | wire length [um] |
|---|---|---|---|---|
| met4 | 0 | 0 | 0 | 0 |
| met3 | 17 | 2.159 | 0 | 164 |
| met1 | 38 | 3.224 | 109 | 363 |
| met2 | 45 | 4.173 | 15 | 435 |
| met5 | 0 | 0 | - | 0 |
| li1 | - | - | 118 | - |
==> cells in the final DEF, fill, tap and decap left out <==
cell	instances
xnor2_2	1
nor4_2	1
buf_2	7
nand4_1	1
conb_1	1
fa_2	6
xor2_1	1
xnor2_1	1
clkdlybuf4s50_1	14
nand4bb_1	2
ha_4	1
buf_4	5
nand4b_1	1
buf_6	2
clkbuf_2	1
dlxtp_1	1
==> worst min path at each step <==
stage                 start     end  slack (ps)  cells past startpoint
after CTS              A[1]  SUM[2]        1500                      4
after global routing   B[1]  SUM[2]        1500                      4
final                  B[1]  SUM[2]        1470                      4
==> report_power, final <==
group | leakage, nW | total, mW | internal [mW] | switching, mW
Combinational | 0.193 | 0.110 | 0.0738 | 0.0362
Clock | 0 | 0 | 0 | 0
Sequential | 0.00794 | 0.000244 | 0.000244 | 0.00000000554
Total | 0.201 | 0.110 | 0.0740 | 0.0362
==> cell families after synthesis <==
family        after synthesis
xor+xnor                    3
latches                     1
simple gates                5
fa+ha+maj                   7
buf+inv                     1
other cells                 1
==> repair_timing <==
| action | in CTS | in global routing |
|---|---|---|
| endpoints found under the hold margin | 0 | 0 |
| pin swaps | 8 | 8 |
| gates cloned | 0 | 0 |
| endpoints found under the setup margin | 7 | 5 |
| resized | 33 | 2 |
Power and IR drop assume default switching activity.
